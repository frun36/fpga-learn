**flow/run.sh**
```bash
#!/bin/bash
# OpenROAD 26Q1-2900-gdf79404cd8, Yosys 0.63+post, stock flow scripts
make -C /OpenROAD-flow-scripts/flow DESIGN_CONFIG=/design/flow/config.mk WORK_HOME=/design/flow/orfs finish
```
**flow/config.mk**
```make
export PLATFORM = sky130hd
export DESIGN_NAME = uart_tx
export DESIGN_NICKNAME = uart_tx
export VERILOG_FILES = /design/flow/design.v
export SDC_FILE = /design/flow/constraint.sdc
export NUM_CORES = 4
export LEC_CHECK = 1
export CORE_AREA = 10 10 81 81
export DIE_AREA = 0 0 91 91
```
**flow/constraint.sdc**
```tcl
current_design uart_tx

set clk_period 2.3
set clk_io_pct 0.2

create_clock -name clk0 -period $clk_period [get_ports {i_clk}]

set non_clock_inputs [all_inputs -no_clocks]
set_input_delay [expr $clk_period * $clk_io_pct] -clock clk0 $non_clock_inputs
set_output_delay [expr $clk_period * $clk_io_pct] -clock clk0 [all_outputs]
```
**flow/design.v**
```verilog
module uart_tx #(
    parameter input_clk_hz = 12_000_000,
    parameter baud_rate = 9600
) (
    input i_clk,
    input i_rst,
    input [7:0] i_data,
    input i_ready,
    output o_ready,
    output reg o_tx
);
    localparam DIVIDER_LIMIT = input_clk_hz / baud_rate;
    localparam DIVIDER_WIDTH = $clog2(DIVIDER_LIMIT);
    reg [DIVIDER_WIDTH-1:0] clk_counter = 0;
    localparam STATE_IDLE = 2'b00;
    localparam STATE_START = 2'b01;
    localparam STATE_DATA = 2'b10;
    localparam STATE_STOP = 2'b11;
    reg [1:0] state = STATE_IDLE;
    reg [3:0] data_ctr = 0;
    assign o_ready = (state == STATE_IDLE);
    always @(posedge i_clk) begin 
        if (!i_rst) begin
            state <= STATE_IDLE;
            clk_counter <= 0;
            data_ctr = 0;
        end else begin
            if (state == STATE_IDLE) begin
                o_tx <= 1; 
                if (i_ready) begin
                    state <= STATE_START;
                end
            end else if (clk_counter == DIVIDER_LIMIT) begin
                clk_counter <= 0;
                case (state)
                    STATE_START: begin
                        o_tx <= 0;
                        state <= STATE_DATA;
                    end
                    STATE_DATA: begin
                        if (data_ctr == 8) begin
                            data_ctr <= 0;
                            o_tx <= 1;
                            state <= STATE_STOP;
                        end else begin 
                            o_tx <= i_data[data_ctr];
                            data_ctr <= data_ctr + 1;
                        end
                    end
                    STATE_STOP: begin
                        o_tx <= 1;
                        state <= STATE_IDLE;
                    end 
                endcase
            end else clk_counter <= clk_counter + 1;
        end
    end
endmodule
```
==> results.tsv <==
stage	metric	value	unit
placement	port_buffers	12	
final_layout	drive_above_1_share	8.46	%
routing	vias	867	
global_routing	antenna_found_initial	0	
sta	rsz0062_at_grt	no	
yosys	synth_top_area_share	32.0	%
floorplanning	die_width	91	um
yosys	fa_ha_area_share	9.40	%
floorplanning	die_area	0.00828	mm^2
setup_path	crit_fanout	8	
clock_tree	htreeDepth	1	
global_routing	first_global_vias	827	
yosys	xor_share	7.40	%
routing	met3_wirelength	55	um
yosys	ys_cells	115	
clock_tree	cts_tree	done	
routing	ant_nets	0	
sta	fmax	486	MHz
sta	slew_violations	0	
global_routing	grt_usage	5.25	%
setup_path	worst_setup_path_end_kind	output pin	
yosys	ys_chip_area	0.00106	mm^2
yosys	ys_types	36	
clock_tree	hold_buffers	0	
floorplanning	core-area	0.00482	mm^2
clock_tree	cts.sinks	18	
sta	tightestPinTransition	0.397	ns
floorplanning	io_pins	13	
clock_tree	cts-root-buf	clkbuf_8	
yosys	ys_seq_share	34.8	%
clock_tree	clockBufferDepth	2	
routing	viasPerCell	4.40	
clock_tree	cts_buffers	3	
final_layout	final_util	27.5	%
yosys	ff_type	dfxtp_1	
global_routing	gr-total-overflow	0	
flow_run	drv_cap	0	
sta	finalHoldViolCount	0	
run_status	outcome	completed	
yosys	ys_top_cells_by_area	dfxtp_1 32%, ha_1 9.4%, nor2_1 4.6%, mux4_2 4.2%, nand2_1 4.2%	
sta	final.setup.worst_slack	0.242	ns
clock_tree	clock_latency	0.25	ns
power_and_ir_drop	power_density	525	mW/mm^2
min_path	min_path_type	flop to flop	
placement	globalplace.congestion	0.811	
setup_path	required	1.84	ns
yosys	synth-edff-count	1	
setup_path	slowest_delay	0.54	ns
clock_tree	post_cts_resized	0	
sta	finalSetupViolations	0	
placement	hpwl	1620	um
yosys	async_reset_ff_share	0	%
floorplanning	initial_core_util	22.1	%
yosys	ys_warn_count	1	
yosys	avgSynthCellArea	9.26	um^2
final_layout	final_cells	197	
sta	slew_headroom	73.5	%
sta	finalCriticalPeriod	2.06	ns
placement	pre_cts_ws	0.220	ns
floorplanning	die.size.y	91	um
yosys	numSynthFlops	18	
clock_tree	clk_pin_slew	0.07	ns
routing	drt_iter0_drc	90	
routing	drtPass1Iterations	4	
setup_path	crit_arrival	1.60	ns
routing	num_antenna_cells	0	
routing	wl_met2	954	um
power_and_ir_drop	leakagePower	0.486	nW
routing	dr.max_layer_used	met4	
yosys	syn-cell-area	0.00106	mm^2
power_and_ir_drop	worst_ir_drop_vdd	154	uV
flow_run	warnings	30	
clock_tree	cts_setup_buffers	0	
routing	wl_per_cell	10.8	um
yosys	synth_cells	115	
setup_path	cp-start-kind	flop	
setup_path	path_cells	inv_1 > ha_1 > clkdlybuf4s50_1	
sta	post-route-period-util	89.5	%
yosys	ys_top_cells_by_count	17 x dfxtp_1, 13 x nor2_1, 12 x nand2_1, 8 x ha_1, 7 x inv_1	
routing	wl	2130	um
floorplanning	num_rows	25	
setup_path	crit_slowest_cell	clkdlybuf4s50_1	
sta	finalSetupTns	0	ns
yosys	synthTopLogicFamily	simple AND/OR/NAND/NOR gates	
sta	skew	0.00635	ns
final_layout	area_delta_synth_final	24.3	%
yosys	simple_gate_area_share	26.9	%
global_routing	grt_pass1_wl	3860	um
yosys	compound_area_share	10.3	%
placement	dp_cells	193	
yosys	synth.area.mux_share	7.99	%
power_and_ir_drop	power.total	0.695	mW
routing	drc	0	
yosys	synth_top_cell_by_area	dfxtp_1	
global_routing	grt_max_degree	11	
setup_path	crit_type	flop to output pin	
routing	wirelength_met1	1080	um
yosys	synth.most_common_cell	dfxtp_1	
worst max-delay path: cells and delay by family, from the launching register on:
family,cells,cell delay (ns)
buffers and inverters,2,0.64
flip-flops,1,0.33
adder cells (fa/ha/maj),1,0.38
logic make-up (layout without fill, tap and decap cells):
family	Yosys count	count (layout)
AOI/OAI and AO/OA	15	15
xor gates and xnor gates	9	9
adders and majority gates	8	8
buffers and inverters	9	24
DFF	18	18
muxes	6	6
and+or+nand+nor	50	50
layer usage:
layer,track usage [%],up-vias
met1,7.61,418
met3,0.747,2
met5,0,-
li1,-,437
met2,8.11,10
met4,1.17,0
layout make-up:
| cell class | count | area, um^2 |
|---|---|---|
| clock buffers | 4 | 55.1 |
| fillers | 531 | 3490 |
| well taps | 67 | 83.8 |
| inverters | 7 | 26.3 |
| repair buffers | 13 | 128 |
| multi-input cells | 88 | 661 |
| flip-flops and latches | 18 | 370 |
flip-flops by register name, indices dropped and copies added, names as in the netlist:
| signal | flops |
|---|---|
| o_tx | 1 |
| data_ctr | 4 |
| state | 2 |
| clk_counter | 11 |
final timing paths:
kind         depth (start not counted)  slack, ns           start        to
max                                  3       0.24        state[0]   o_ready
min                                  2       0.50        state[1]  state[1]
max reg2reg                          5       0.33  clk_counter[1]      o_tx
min reg2reg                          2       0.50        state[1]  state[1]
cells in the final DEF, fill, tap and decap left out, drive strengths merged:
cell type and n:
o21a 1, a211o 1, or4b 1, a21oi 4, nand4b 3, ha 8
nor2b 1, mux2i 4, xnor2 4, a32o 1, nand4bb 1, nand4 3
or3 3, o21ai 4, edfxtp 1, a22o 1, and3 2, inv 7
a22oi 1, a221oi 1, clkbuf 4, nor4 1, clkdlybuf4s50 12, o21bai 1
nand2 12, nor3 6, nand2b 1, and3b 1, mux4 2, nor2 13
xor2 5, and2 1, dfxtp 17, buf 1, nand3b 1
where the power goes:
part           leakage (nW)  internal [mW]  switching (mW)
registers             0.147          0.325         0.00933
logic                 0.311         0.0555          0.0438
clock network        0.0288          0.152           0.109
metrics by stage:
| step | area, um^2 | hold slack, ns |
|---|---|---|
| 4_1_cts | 1320 | 0.504 |
| 3_3_place_gp | 1270 | 0.488 |
| 6_report | 1320 | 0.498 |
| 5_1_grt | 1320 | 0.559 |
| 3_5_place_dp | 1270 | 0.494 |
| 2_1_floorplan | 1060 | 0.471 |
Power figures rest on the tool's default switching activity, not on a simulated workload.
