==> ./design.v <==
module uart_rx #(
    parameter input_clk_hz = 12_000_000,
    parameter baud_rate = 9600
) (
    input i_clk,
    input i_rst,
    input i_rx,
    output reg [7:0] o_data,
    output reg o_ready
);
    localparam DIVIDER_LIMIT = input_clk_hz / baud_rate;
    localparam DIVIDER_WIDTH = $clog2(DIVIDER_LIMIT);
    reg [DIVIDER_WIDTH-1:0] clk_counter = 0;
    localparam STATE_IDLE = 2'b00;
    localparam STATE_START = 2'b01;
    localparam STATE_DATA = 2'b10;
    localparam STATE_STOP = 2'b11;
    reg [1:0] state = STATE_IDLE;
    reg [3:0] data_ctr = 0;
    always @(posedge i_clk) begin
        if (!i_rst) begin
            clk_counter <= 0;
            state <= STATE_IDLE;
            o_data <= 0;
            data_ctr <= 0;
            o_ready <= 0;
        end else begin
            case (state)
                STATE_IDLE: begin
                    if (!i_rx) begin
                        clk_counter <= 0;
                        state <= STATE_START;
                    end
                end
                STATE_START: begin
                    if (clk_counter == DIVIDER_LIMIT / 2) begin
                        clk_counter <= 0;
                        state <= STATE_DATA;
                    end else clk_counter <= clk_counter + 1;
                end
                STATE_DATA: begin
                    if (clk_counter == DIVIDER_LIMIT) begin
                        if (data_ctr == 8) begin
                            data_ctr <= 0;
                            if (i_rx) begin
                                o_ready <= 1;
                                state <= STATE_STOP;
                            end else state <= STATE_IDLE;
                        end else begin
                            clk_counter <= 0;
                            o_data[data_ctr] <= i_rx;
                            data_ctr <= data_ctr + 1;
                        end
                    end else clk_counter <= clk_counter + 1;
                end
                STATE_STOP: begin
                    o_ready <= 0;
                    state <= STATE_IDLE;
                end
            endcase
        end
    end
endmodule
==> ./run.sh <==
#!/bin/bash
# OpenROAD 26Q1-2900-gdf79404cd8, Yosys 0.63+post, stock flow scripts
make -C /OpenROAD-flow-scripts/flow DESIGN_CONFIG=/design/flow/config.mk WORK_HOME=/design/flow/orfs finish
==> ./config.mk <==
export PLATFORM = sky130hd
export DESIGN_NAME = uart_rx
export DESIGN_NICKNAME = uart_rx
export VERILOG_FILES = /design/flow/design.v
export SDC_FILE = /design/flow/constraint.sdc
export NUM_CORES = 4
export LEC_CHECK = 1
export CORE_UTILIZATION = 30
==> ./constraint.sdc <==
current_design uart_rx

set clk_period 2.9
set clk_io_pct 0.2

create_clock -name clk0 -period $clk_period [get_ports {i_clk}]

set non_clock_inputs [all_inputs -no_clocks]
set_input_delay [expr $clk_period * $clk_io_pct] -clock clk0 $non_clock_inputs
set_output_delay [expr $clk_period * $clk_io_pct] -clock clk0 [all_outputs]
==> summary.txt <==
yosys + openroad results -> Pwr Total=0.933 mW, die height=75.1 um, GRT Util Overall=0.121, setup repair after global routing missed its margin=no, count of final setup violators=0, Latency at later pin=0.27 ns, Worst Hold Depth=2, RR Startpoint=data_ctr[0]$_SDFFE_PN0P_, Slew HR=0.585, FF-to-FF path depth=7, Worst Clk Skew=0.00306 ns, vias in the first global route=1118, via count=1325, setup_tns=0 ns, number of DRC markers in iteration 0=53, htree depth=1, Mux area share=0.0258, Pre-antenna DRT Iters=4, Dominant comb cell=simple AND/OR/NAND/NOR gates, Synth top cell by count=dfxtp_1, Core ar.=5140 um^2, CP Data Arrival Time=2.36 ns, FMAX=456 MHz, first-pass GRT wire length=5290 um, pins over their slew limit=0, Max Buffers Root-to-Sink=2, adder share=0.102, reg2reg end=o_data[3]$_SDFFE_PN0P_, initial antenna violation count=0, Mapped Cells=187, die area=5630 um^2, top-area cell type share of the netlist area=0.325, largest net degree at the start of global routing=16, FP Core Util=0.312, crit-path cells=inv_1 -> ha_1 -> inv_1 -> or2_2 -> a31o_1 -> and2_2 -> a32o_1, Max Cap Violations=0, CTS tree=yes, sw frac=0.312, top cells by area=dfxtp_1, ha_1, nor2_1, final core occ=0.354, largest area contributor in the netlist=dfxtp_1, Clk network pwr share=0.328, ys async rst share=0, Mapped Area=1600 um^2, crit-path leading delay family=simple AND/OR/NAND/NOR gates, static leakage=0.631 nW, # Post-CTS Setup Buffers=0, gpl congestion=0.862, EDFF count, synth=0, Pint=0.642 mW, startpoint types=flop, Num CTS Buffers=3, peak supply drop=0.258 mV, Site Rows=26, dpl ws=0.701 ns, CP max-delay cell=dfxtp_1, Worst Hold Class=reg -> reg, status=finished clean, placed inst area=1750 um^2, IO Port Bufs=11, final cell count without fillers=266, Yosys Chip Area=1600 um^2, crit-path max cell delay=0.44 ns, Data required, critical path=3.07 ns, post-route setup slack=0.708 ns, routed len/inst=12.0 um, WP buf/inv=2, clk sinks=26, hold path start=o_data[0]$_SDFFE_PN0P_, DR vias/cell=4.98, distinct lib cells=51, detailed-placement wirelength estimate=2310 um, fill cell count=559, Final Hold Slack=0.461 ns, cell total after placement=262, Root Buffer=clkbuf_8, Routed Antenna Nets=0, DRC Markers=0, tool warnings=35, FF+latch count, synth=26, post-route minimum period=2.19 ns, yosys simple share=0.296, R2R Setup Slk=0.71 ns, aoi share=0.145, final hold violations=0, Post-Route WL=3200 um, net load switching power=0.291 mW, die width=75.1 um, syn_area_per_cell=8.56 um^2, Yosys Instances=187, period utilisation layout=0.756, share of cells above drive strength 1=0.102, top post-synthesis cells by count=dfxtp_1, nor2_1, nand2_1, Layout area overhead=13.5%, final instance area=1820 um^2, grt ovf=0, Worst-Margin Slew=0.621 ns, Synth Seq Share=0.325, post-cts resize count=0, combinational share of power=0.255, cell mode on critical path=inv_1, crit path kind=reg -> reg, n_diodes=0, clock-pin slew on the worst setup and hold paths=0.09 ns, Power Density=513 nW/um^2, WHS Endpoint=o_data[0]$_SDFFE_PN0P_, io pins=12, Dominant flop cell=dfxtp_1, yosys synthesis warning count=1, yosys xor share=0.0438, Hold Buf Count CTS=0, Max FO, Critical Path=12, CP Capture Type=flop, part of the power in registers=0.417
per-layer routing:
layer / vias to the layer above / global-route usage / routed length, um
li1: 684 / - / -
met1: 625 / 0.193 / 1650
met4: 0 / 0.0126 / 22
met5: - / 0 / 0
met2: 14 / 0.183 / 1450
met3: 2 / 0.0136 / 76
tightest hold or removal path, cell delays in order (launching register included):
cell     delay (ns)
dfxtp_1        0.32
nand2_1        0.05
mux2i_1        0.05
cells in the final DEF (no fill, tap or decap), drive strengths merged, types with 2 or more instances in the layout:
master,synthesis,routed
dfxtp,26,26
and3,4,4
nand4,4,4
o211ai,2,2
clkdlybuf4s50,0,11
a211oi,2,2
or2,2,2
nand3b,3,3
nor2b,2,2
a31oi,2,2
xor2,4,4
o22ai,2,2
clkbuf,6,3
a31o,2,2
nor2,21,21
a32o,6,6
o21ai,4,4
or3,2,2
nor3,4,4
xnor2,4,4
inv,10,10
nand3,14,14
ha,13,13
and2,4,4
nand2b,3,3
a21oi,9,9
mux2i,3,3
nand4b,3,3
nand2,15,15
area by class of cell:
cell class	count	area, um^2	share of cell area
clock buffer	3	41.3	0.0227
clock inverter	1	30.0	0.0165
inverter	11	41.3	0.0227
multi-input combinational	143	980	0.539
sequential	26	520	0.286
tap	70	87.6	0.0482
timing repair buffer	12	118	0.0647
kinds of logic (layout without fill, tap and decap cells):
logic type / Yosys count / after routing
AOI/OAI and AO/OA: 32 / 32
xor gates and xnor gates: 8 / 8
adders and majority gates: 13 / 13
buffers and inverters: 18 / 27
DFF: 26 / 26
muxes: 4 / 4
and+or+nand+nor: 86 / 86
power groups by stage:
| stage | clock network, mW | registers [mW] | logic (mW) |
|---|---|---|---|
| CTS | 0.318 | 0.390 | 0.236 |
| global route | 0.329 | 0.393 | 0.268 |
| finish | 0.306 | 0.389 | 0.238 |
worst max path at each step:
stage | startpoint | slack (ns) | cells after the start | endpoint
5_1_grt | data_ctr[0]$_SDFFE_PN0P_ | 0.47 | 7 | state[0]$_SDFFE_PN0P_
6_report | data_ctr[0]$_SDFFE_PN0P_ | 0.71 | 7 | o_data[3]$_SDFFE_PN0P_
4_1_cts | data_ctr[0]$_SDFFE_PN0P_ | 0.73 | 7 | o_data[3]$_SDFFE_PN0P_
flip-flops by register name, summed over array words and instances (netlist names):
signal       cells
data_ctr         4
o_ready          1
state            2
o_data           8
clk_counter     11
No activity file was given, so power comes from the tool's default toggle rates.
